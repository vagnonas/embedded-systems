`./config.mk`:
```
export PLATFORM = sky130hd
export DESIGN_NAME = GrayCounter_System
export DESIGN_NICKNAME = GrayCounter_System
export VERILOG_FILES = /design/flow/design.v
export SDC_FILE = /design/flow/constraint.sdc
export NUM_CORES = 4
export LEC_CHECK = 1
export CORE_AREA = 10 10 70 70
export DIE_AREA = 0 0 80 80
```
`./constraint.sdc`:
```
current_design GrayCounter_System

set clk_period 1.2
set clk_io_pct 0.2

create_clock -name clk0 -period $clk_period [get_ports {clk}]

set non_clock_inputs [all_inputs -no_clocks]
set_input_delay [expr $clk_period * $clk_io_pct] -clock clk0 $non_clock_inputs
set_output_delay [expr $clk_period * $clk_io_pct] -clock clk0 [all_outputs]
```
`./design.v`:
```
module gray_Nbits (clk, clk_en, rst, gray_out);
	parameter N = 8;
	input clk, clk_en, rst;
	output [N:1] gray_out;
	reg [N:0] state, toggle;
	reg isZero;
	integer i, j;
	always @(posedge clk, posedge rst) begin
		if (rst == 1'b1)
			state <= { {N{1'b0}}, {1'b1} };
		else
			state <= state^toggle;
	end
	always @(state) begin     
		toggle[0] <=  1'b1;
		toggle[1] <= state[0];	
		for (i = 2; i < N; i = i+1) begin
			isZero = 1'b1;
			for (j = i-2; j >= 0; j = j-1) begin
				isZero = isZero & ~state[j];
			end
			toggle[i] <= state[i-1] & isZero;
		end
		toggle[N] <= ~(|state[N-2:0]);
	end
	assign gray_out = state[N:1];
endmodule
`timescale 1ns / 1ps
module GrayCounter_Pulse(clk, rst, pulse);
	parameter distance = 10;
	input clk, rst;
	output reg pulse;
	integer counter;
	always @(posedge clk, posedge rst) begin
		if (rst == 1'b1) begin
			counter <= 0;
			pulse <= 1'b0;
		end
		else begin
			if (counter < distance)
				counter <= counter + 1;
			else if (counter == distance) begin
				counter <= counter + 1;
				pulse <= 1'b1;
			end
			else begin
					counter <= 0;
					pulse <= 1'b0;
			end
		end
	end
endmodule
`timescale 1ns / 1ps
module GrayCounter_System(clk, rst, leds);
	parameter N = 4;
	parameter distance = 10;
	input clk, rst;
	output [N-1:0] leds;
	wire pulse;
	GrayCounter_Pulse	gc_pulse (clk, rst, pulse);
	gray_Nbits gc_N_bits (clk, pulse, rst, leds);
endmodule
```
`./run.sh`:
```
#!/bin/bash
# OpenROAD 26Q1-2900-gdf79404cd8, Yosys 0.63+post, stock flow scripts
make -C /OpenROAD-flow-scripts/flow DESIGN_CONFIG=/design/flow/config.mk WORK_HOME=/design/flow/orfs finish
```
==> results.ini <==
[synthesis]
synth.yosys.num_cells = 19
syn-instance-count = 19
number_of_storage_elements_in_the_synthesis_netlist = 5
synth_warnings = 3
ys_seq_frac = 0.532
synthTopCellsByCount = sky130_fd_sc_hd__buf_4 (4), sky130_fd_sc_hd__dfrtp_1 (4), sky130_fd_sc_hd__inv_1 (3), sky130_fd_sc_hd__ha_1 (2), sky130_fd_sc_hd__xor2_1 (2)
post_synth.cell_area_avg_um2 = 12.5
top_cell_area_share = 0.421
synth.lib_cells_used.distinct = 9
largest_cells_by_area = sky130_fd_sc_hd__dfrtp_1 (42%), sky130_fd_sc_hd__buf_4 (13%), sky130_fd_sc_hd__dfstp_2 (11%)
synth_async_sr_flop_share = 1.00
synth_area_um2 = 238
synth-edff-count = 0
cell_type_contributing_the_most_total_cell_area_after_synthesis = sky130_fd_sc_hd__dfrtp_1
yosysChipArea_um2 = 238
ys.flop_type = sky130_fd_sc_hd__dfrtp_1

[grt]
gr-usage-met3 = 0.0227
track_usage = 0.0144
grt-ovfl-total = 0
grt_busiest_layer = met3
grtUsageMet1 = 0.0161
first_global_vias = 144
grt_antenna_before_repair = 1
grt_first_pass_wirelength_um = 648
grt_use_met2 = 0.0136
largest_net_degree_at_the_start_of_global_routing = 6

[routing]
ant_nets = 0
drt_wl_total_um = 403
vias_per_cell = 1.92
detailedRoute.firstIterationViolations = 7
drt_pass1_iterations = 2
drcViolationCount = 0
routed_wire_length_per_instance_um = 5.30
dr_total_vias = 146

[floorplan]
die_height_um = 80
core_util_floorplan = 0.0696
io_pins = 6
die-area_um2 = 6400
die.size.x_um = 80
core_area_um2 = 3420
rows = 21

[status]
result_of_the_run = complete, no violations

[final_timing]
rsz0062_at_grt = false
finalSetupTns_ns = 0
finClkSkew_ns = 0.00321
final.period_utilization = 0.907
f_max_mhz = 919
slew_violations = 0
finalHoldViolCount = 0
fin_hold_ws_ns = 0.211
worstMarginPinSlew_ns = 0.225
timing.final.setup_violations = 0
max_slew_margin = 0.849
post-route-min-period_ns = 1.09

[clocking]
clk_transition_reported_paths_ns = 0.04
cts_buffers = 3
htree_levels = 1
tritoncts = yes
cts_sinks = 5
clockBufferDepth = 2
insertion_delay_ns = 0.24
cts_root_buffer = sky130_fd_sc_hd__clkbuf_4

[worst_setup_path]
critical_path_required_ns = 0.96
worstPathArrival_ns = 0.85
cp.buffers_inverters = 1
worst_path_dominant_cell_family = flip-flops
cp_slowest_stage_delay_ns = 0.37
endpoint_kind = output port
crit_slowest_cell = sky130_fd_sc_hd__dfrtp_1
worstPathCellList = dlygate4sd2_1
crit_path_max_fanout = 2
timing_worst_setup_path_type = flop to output port
worstSetupStartpointType = flop

[final_layout]
largest_register_ff_count = 5
largest_registers = gc_N_bits.state x5
flow.area_growth_from_synthesis_pct = 56.3
proportion_of_layout_cells_with_a_drive_suffix_above_1 = 0.321
final_cells = 76
fin_util = 0.109
max_flop_register = gc_N_bits.state

[power_and_ir_drop]
power.internal_mw = 0.298
comb_power_share = 0.018
sw_frac_of_total = 0.181
clkPwrFrac = 0.516
power.leakage_nw = 0.165
power_switching_mw = 0.0659
cellPowerDensity_nw_per_um2 = 979
power.total_mw = 0.364
vdd_ir_max_v = 0.000166
sequentialPowerShare = 0.466

[job]
warnings = 26
max_cap_viol_count = 0

[placed_design]
numPlacedInstances = 68
post-dp-hpwl_um = 330
buffer_ports.inserted = 5
gp_congestion = 0.697

[worst_hold_path]
worstHoldPathType = primary input to async pin

==> cells by family (layout without fill, tap and decap cells) <==
| kind of cell | Yosys count | in the layout | share of synthesized area |
|---|---|---|---|
| xor gates and xnor gates | 3 | 3 | 0.111 |
| and+or+nand+nor | 2 | 2 | 0.0789 |
| DFF | 5 | 5 | 0.532 |
| buffers and inverters | 7 | 16 | 0.174 |
| adders and majority gates | 2 | 2 | 0.105 |
| other | 0 | 2 | 0 |
==> layout by cell type (no fill, tap or decap) <==
master / count
sky130_fd_sc_hd__nor4b_2: 1
sky130_fd_sc_hd__clkdlybuf4s50_1: 1
sky130_fd_sc_hd__xor2_1: 2
sky130_fd_sc_hd__dfrtp_1: 4
sky130_fd_sc_hd__ha_1: 2
sky130_fd_sc_hd__buf_4: 4
sky130_fd_sc_hd__xnor2_1: 1
sky130_fd_sc_hd__inv_1: 3
sky130_fd_sc_hd__clkbuf_1: 1
sky130_fd_sc_hd__diode_2: 2
sky130_fd_sc_hd__dlygate4sd2_1: 4
sky130_fd_sc_hd__clkbuf_4: 3
sky130_fd_sc_hd__nand2_1: 1
sky130_fd_sc_hd__dfstp_2: 1
==> routing by layer <==
metal	up-vias	part of all wire
li1	76	-
met3	0	0.25
met4	0	0
met1	63	0.42
met2	7	0.33
met5	-	0
==> timing repair <==
action,4_1_cts,5_1_grt
endpoints found under the setup margin,4,0
buffers inserted,2,0
gates resized,4,0
hold buffers,0,0
==> through the flow <==
| stage | setup slack, ns | instance area (um^2) |
|---|---|---|
| 5_1_grt | 0.0521 | 372 |
| 3_3_place_gp | 0.133 | 330 |
| 4_1_cts | 0.0906 | 367 |
| 3_5_place_dp | 0.121 | 330 |
| 2_1_floorplan | 0.198 | 238 |
| 6_report | 0.112 | 372 |
==> layout make-up <==
| class | count | area, um^2 |
|---|---|---|
| clock buffers | 4 | 26.3 |
| flip-flops and latches | 5 | 126 |
| inverters | 3 | 11.3 |
| fillers | 393 | 3040 |
| diodes | 2 | 5.00 |
| well taps | 46 | 57.6 |
| repair buffers | 9 | 75.1 |
| multi-input cells | 7 | 70.1 |
==> path summary, 6_finish.rpt <==
path | from | to | slack [ns] | cells after the start
max reg2reg | gc_N_bits.state[0]$_DFF_PP1_ | gc_N_bits.state[3]$_DFF_PP0_ | 0.16 | 4
max in group asynchronous | rst | gc_N_bits.state[0]$_DFF_PP1_ | 0.74 | 2
max | gc_N_bits.state[1]$_DFF_PP0_ | leds[0] | 0.11 | 1
min in group clk0 | gc_N_bits.state[0]$_DFF_PP1_ | gc_N_bits.state[0]$_DFF_PP1_ | 0.49 | 1
min | rst | gc_N_bits.state[3]$_DFF_PP0_ | 0.21 | 2
min reg2reg | gc_N_bits.state[0]$_DFF_PP1_ | gc_N_bits.state[0]$_DFF_PP1_ | 0.49 | 1
==> power by group through the flow <==
stage	logic (mW)	clock network (mW)	registers [mW]
CTS	0.00677	0.197	0.169
global route	0.00765	0.213	0.169
finish	0.00665	0.188	0.169
Power is estimated from default activity; no workload was simulated.
