<file path="flow/design.v">
module debounce #(parameter DELAY=1000000)    
                 (input rst, clk, noisy, output reg clean);
	integer count;
	always @(posedge clk or posedge rst) begin
		if (rst == 1'b1) begin
			count <= 0;
			clean <= 1'b0;
		end
		else begin
			if (noisy == 1'b1) begin
				if (count == DELAY)
					clean <= 1'b1;
				else
					count <= count + 1;
			end
			else begin
				count <= 1'b0;
				clean <= 1'b0;
			end
		end
	end
endmodule
</file>
<file path="flow/run.sh">
#!/bin/bash
# OpenROAD 26Q1-2900-gdf79404cd8, Yosys 0.63+post, stock flow scripts
make -C /OpenROAD-flow-scripts/flow DESIGN_CONFIG=/design/flow/config.mk WORK_HOME=/design/flow/orfs finish
</file>
<file path="flow/config.mk">
export PLATFORM = sky130hd
export DESIGN_NAME = debounce
export DESIGN_NICKNAME = debounce
export VERILOG_FILES = /design/flow/design.v
export SDC_FILE = /design/flow/constraint.sdc
export NUM_CORES = 4
export LEC_CHECK = 1
export CORE_AREA = 10 10 106 106
export DIE_AREA = 0 0 116 116
</file>
<file path="flow/constraint.sdc">
current_design debounce

set clk_period 6.4
set clk_io_pct 0.2

create_clock -name clk0 -period $clk_period [get_ports {clk}]

set non_clock_inputs [all_inputs -no_clocks]
set_input_delay [expr $clk_period * $clk_io_pct] -clock clk0 $non_clock_inputs
set_output_delay [expr $clk_period * $clk_io_pct] -clock clk0 [all_outputs]
</file>
==> flow_summary.toml <==
# generated from flow reports
[run_status]
outcome = "complete, no violations"

[critical_path]
critPathSlowestCell = "clkdlybuf4s50_1"
critPathArrivalTime_ps = 2590
cp_cell_sequence = "clkdlybuf4s50_1 > inv_1 > buf_4 > nor3_1"
path_max_fanout = 16
crit_type = "input port to register"
worst_path_largest_cell_delay_ps = 500
cp-end-kind = "register"
crit_family = "buffers and inverters"
cp.required_ps = 6560
cp.buffers_inverters = 3
cp-start-kind = "input port"

[floorplan]
dieArea_um2 = 13500
num_rows = 34
die_x_um = 116
fp_util = 0.206
die_h_um = 116
ios = 4
core_um2 = 8850

[placement]
io_buffers = 3
placedCellCount = 294
gp_congestion = 0.769
dp_hpwl_um = 2570
dpl_worst_slack_ps = 3680

[power_and_ir_drop]
seqPwrFrac = 0.536
p_int_mw = 0.302
power_density_nw_per_um2 = 194
power_mw = 0.395
peakVddDrop_mv = 0.119
swShare = 0.237
combPwrFrac = 0.038
leakagePower_nw = 0.763
clock_power_share = 0.426
p_switching_mw = 0.0937

[flow_run]
warnings = 26
drv_cap = 0

[yosys]
synthesis.area_um2 = 1820
ys.flop_type = "dfrtp_1"
yosys-top-cells-count = "dfrtp_1, a21oi_1, nand4_1"
ys_area_um2 = 1820
yosysUniqueCellTypes = 33
topCellsByArea = "dfrtp_1, a21oi_1, xor2_1"
ys_async_sr_fraction = 1.00
top_area_frac = 0.453
ys_ff = 33
synthCells = 192
synth-edff-count = 0
top_area_cell = "dfrtp_1"
synth_seq_share = 0.453
synthMostInstantiatedCell = "dfrtp_1"
syn_area_per_cell_um2 = 9.49
yosys_warnings = 1
ys_cells = 192

[routing]
avgRoutedWirePerCell_um = 12.6
drt_pass1_iterations = 4
vias = 1462
route.detailed.drc = 0
n_antenna_cell = 0
drt-initial-drc-count = 79
wl_um = 3820
avgViaCountPerCell = 4.84
postRouteAntennaNets = 0

[cells_and_area]
drive_gt1_frac = 0.0619
fin_cells = 302
syn_to_final_growth_pct = 11.8

[grt]
track_usage = 0.0592
grt_pass1_wl_um = 6730
grt.overflow.total = 0
antenna_found_initial = 0
grt_max_degree = 34
grt_pass1_vias = 1377

[clock_network]
postCtsSetupRepairBufs = 0
root_buffer = "clkbuf_8"
cts.sinks = 33
insertion_delay_ps = 290
cts_buffer_depth = 2
htreeDepth = 2
numCtsBuffers = 5
cts_tree = "built"
cts_resized = 0
cts-hold-fix-buffers = 0
clk_pin_slew_ps = 70

[timing]
worst_pin_slew_ps = 552
fmax_mhz = 412
slew_violations = 0
hold_viol_final = 0
slew_headroom = 0.631
final.setup_skew_ps = 11.1
finalClockPeriodUsage = 0.380
layout_setup_ws_ps = 3970
setup_viol = 0
rsz0062_at_grt = "false"
fin_setup_tns_ps = 0
post-route-min-period_ps = 2430

[min_path]
min_path_type = "register to register"
state kept, by name (all words and copies together) (netlist names):
name and count:
count 32, clean 1
tightest hold or removal path: cells and delay by family (launching register included):
kind | cells | cell delay (ps)
flip-flops | 1 | 350
AND/OR/NAND/NOR | 1 | 70
AND-OR/OR-AND | 1 | 40
power by group through the flow:
stage / Combinational [mW] / Clock, mW / Sequential [mW]
after global routing: 0.0171 / 0.182 / 0.212
after CTS: 0.0152 / 0.171 / 0.212
final: 0.0149 / 0.169 / 0.212
worst paths after layout:
check / startpoint / endpoint / slack (ps) / cells past startpoint
max in group asynchronous: rst / count[3]$_DFFE_PP0P_ / 4700 / 3
min in group asynchronous: rst / count[8]$_DFFE_PP0P_ / 1380 / 3
hold reg to reg: clean$_DFFE_PP0P_ / clean$_DFFE_PP0P_ / 500 / 2
hold / removal: clean$_DFFE_PP0P_ / clean$_DFFE_PP0P_ / 500 / 2
setup / recovery: noisy / count[0]$_DFFE_PP0P_ / 3970 / 4
setup reg to reg: count[1]$_DFFE_PP0P_ / count[24]$_DFFE_PP0P_ / 4060 / 5
cells by family (layout without fill, tap and decap cells):
logic type	Yosys count	count (layout)	synth area share
simple gates	86	86	0.293
flops	33	33	0.453
buf+inv	17	19	0.0460
fa+ha+maj	2	2	0.0137
compound gates	44	44	0.146
xor+xnor	10	10	0.0480
through the flow:
| step | hold WS, ps | utilization | instance area, um2 |
|---|---|---|---|
| final | 504 | 0.230 | 2040 |
| after global routing | 576 | 0.230 | 2040 |
| after CTS | 505 | 0.230 | 2040 |
| after detailed placement | 486 | 0.219 | 1940 |
| after global placement | 483 | 0.219 | 1940 |
| after floorplan | 438 | - | 1820 |
cells in the final DEF, fill, tap and decap left out, types with 3 or more instances in the layout:
cell,count
dfrtp_1,33
inv_1,6
a21oi_1,20
nor4_1,4
nand3_1,9
xor2_1,9
clkbuf_8,6
nor2_1,11
and4_1,8
nand2b_1,3
or3_1,6
o31ai_1,10
nand4_1,12
o21ai_1,6
or4_1,10
nor4b_1,3
clkdlybuf4s50_1,3
nand2_1,10
final cells by class:
type                            instances  area, um2
Clock buffer                            6       82.6
Clock inverter                          2       13.8
Fill cell                             938       6810
Inverter                                6       22.5
Multi-Input combinational cell        142        913
Sequential cell                        33        826
Tap cell                              108        135
Timing Repair Buffer                    5       45.0
per-layer routing:
layer,GRT usage,wire length (um),vias to the layer above
met1,0.0912,2080,679
li1,-,-,742
met5,0,0,-
met4,0.00751,50,0
met3,0.0131,149,7
met2,0.0849,1540,34
Power figures rest on the tool's default switching activity, not on a simulated workload.
