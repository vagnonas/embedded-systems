==> ./design.v <==
module gray_4bits(clk, clk_en, rst, gray_out);
	input clk, clk_en, rst;
	output wire [3:0] gray_out;
	reg [3:0] state;
	always @(posedge clk or posedge rst) begin
		if (rst == 1'b1)
			state <= 'h0;
		else
			case (state)
				'h0: state <= 'h1;
				'h1: state <= 'h3;
				'h3: state <= 'h2;
				'h2: state <= 'h6;
				'h6: state <= 'h7;
				'h7: state <= 'h5;
				'h5: state <= 'h4;
				'h4: state <= 'hC;
				'hC: state <= 'hD;
				'hD: state <= 'hF;
				'hF: state <= 'hE;
				'hE: state <= 'hA;
				'hA: state <= 'hB;
				'hB: state <= 'h9;
				'h9: state <= 'h8;
				'h8: state <= 'h0;
			endcase
	end
	assign gray_out = state;
endmodule
==> ./run.sh <==
#!/bin/bash
# OpenROAD 26Q1-2900-gdf79404cd8, Yosys 0.63+post, stock flow scripts
make -C /OpenROAD-flow-scripts/flow DESIGN_CONFIG=/design/flow/config.mk WORK_HOME=/design/flow/orfs finish
==> ./config.mk <==
export PLATFORM = sky130hd
export DESIGN_NAME = gray_4bits
export DESIGN_NICKNAME = gray_4bits
export VERILOG_FILES = /design/flow/design.v
export SDC_FILE = /design/flow/constraint.sdc
export NUM_CORES = 4
export LEC_CHECK = 1
export CORE_AREA = 10 10 70 70
export DIE_AREA = 0 0 80 80
==> ./constraint.sdc <==
current_design gray_4bits

set clk_period 1.2
set clk_io_pct 0.2

create_clock -name clk0 -period $clk_period [get_ports {clk}]

set non_clock_inputs [all_inputs -no_clocks]
set_input_delay [expr $clk_period * $clk_io_pct] -clock clk0 $non_clock_inputs
set_output_delay [expr $clk_period * $clk_io_pct] -clock clk0 [all_outputs]
==> run notes <==
* relative contribution of combinational cells to total power: 1.9%
* Crit Path Max Fanout: 2
* via count: 135
* tool warning count: 26
* transition time at the pin with the least slew margin: 205 ps
* remaining global-route overflow: 0
* arrival time of the worst setup path: 880 ps
* run status: finished clean
* first-pass GRT wire length: 828 µm
* maximum number of pins on one net before global-route repair: 5
* internal cell power: 251 µW
* Detailed Place HPWL: 343 µm
* final routed wirelength across all metal layers: 482 µm
* sequence of cells on the critical path: dlygate4sd2_1
* total track usage: 1.81%
* initial core utilization: 4.76%
* I/O pin count: 7
* Clk Latency, worst-skew pair: 240 ps
* peak ir drop on the vdd network: 140 µV
* TritonCTS clock tree: built
* Flop pwr share: 44.0%
* setup TNS: 0 ps
* DRT iter0 DRCs: 26
* delay-heaviest family, CP: flip-flops
* via count of the first global-routing pass: 165
* Reg2Reg Depth: 3
* total power divided by cell area: 971 mW/mm²
* mean instance size in the synthesized netlist: 11.6 µm²
* endpoint kind of the worst setup timing path: output pin
* crit path max-delay cell type: dfrtp_1
* Die ar.: 0.00640 mm²
* residual antenna-violating net count after detailed routing: 0
* Clock Path Buffers: 2
* switching power as a share of total power: 18.8%
* # placed instances: 66
* placed instance area: 278 µm²
* DRC errors left: 0
* Vias per Instance: 1.88
* post-synthesis cell area: 163 µm²
* Net Sw Power: 58.0 µW
* worst rel slew slack: 86.3%
* IO Port Bufs: 5
* Design Area, Final: 318 µm²
* Antenna diodes: 0
* Min-Delay Path Class: in -> async
* cell count listed in synth_stat.txt: 14
* post-synthesis register bit count: 4
* routed wire length per instance: 6.69 µm
* final clock skew: 5.74 ps
* Worst EP required: 960 ps
* share of total power in the clock network: 54.1%
* Post-Syn Instances: 14
* CTS Buf Count: 3
* vertical die size: 80 µm
* number of H-tree branching levels: 1
* max-capacitance violation count: 0
* Peak Freq: 895 MHz
* number of buffer and inverter instances along the worst setup path: 1
* proportion of layout cells with a drive suffix above 1: 26.9%
* worst setup slack for register-to-register paths: 260 ps
* layout-stage area growth over the synthesis result: 95.4%
* core region area: 0.00342 mm²
* final estimated routing congestion in global placement: 0.707
* final number of setup-violating endpoints: 0
* final cell count without fillers: 72
* crit share post-route: 93.1%
* number of pins with negative max-slew slack in the final report: 0
* Warnings, synthesis: 1
* commonest non-fill, non-tap cells in the layout: 4 x dfrtp_1, 4 x dlygate4sd2_1, 4 x buf_4
* initial antenna violation count: 0
* Period minus WS final: 1120 ps
* total power: 309 µW
* Pre-Repair DR Iteration Count: 3
* share of synthesized area occupied by flip-flops and latches: 61.5%
* chip area in the Yosys report: 163 µm²
* clk slew on worst S/H paths: 40 ps
* x dimension of the die: 80 µm
* count of unique library cells instantiated by Yosys: 8
* crit path launch type: flop
* WS Path Type: reg -> out
* count of clock tree sinks: 4
* Largest stage delay, worst path: 380 ps
* setup repair after global routing missed its margin: false
* Rows: 21
* Leakage: 0.162 nW
* count of endpoints failing hold in the final timing report: 0
* Clock Tree Root: clkbuf_4
* R2R Path Start: state[3]
through the flow:
stage / setup WS, ps / hold slack (ps) / util, %
floorplan: 414 / 6.08 / -
global placement: 43.6 / 436 / 8.13
detailed placement: 34.6 / 430 / 8.13
CTS: 79.8 / 183 / 9.30
global route: 43.1 / 196 / 9.30
finish: 82.5 / 190 / 9.30
cell families (layout without fill, tap and decap cells):
group | after synthesis | in the layout | synth area share, %
DFF | 4 | 4 | 61.5
xor gates and xnor gates | 2 | 2 | 10.8
buffers and inverters | 3 | 15 | 6.92
AOI/OAI and AO/OA | 3 | 3 | 10.8
muxes | 1 | 1 | 6.15
and+or+nand+nor | 1 | 1 | 3.85
layout make-up:
type | instances | area [µm²]
Fill cell | 404 | 3100
Sequential cell | 4 | 100
Timing Repair Buffer | 9 | 75.1
Tap cell | 46 | 57.6
Multi-Input combinational cell | 7 | 51.3
Clock buffer | 3 | 22.5
Inverter | 3 | 11.3
power by group through the flow:
stage         clock (mW)  sequential [mW]  combinational (mW)
CTS                0.174            0.136             0.00594
global route       0.185            0.135             0.00651
finish             0.167            0.136             0.00590
synth_stat cells:
cell type / n / area share (%)
dfrtp_1: 4 / 62
inv_1: 3 / 6.9
o21ai_0: 2 / 6.2
mux2i_1: 1 / 6.2
nand2b_1: 1 / 3.8
o31ai_1: 1 / 4.6
xnor2_1: 1 / 5.4
xor2_1: 1 / 5.4
how the worst max path moves through the flow:
stage	from	end	slack [ps]	cells after the start
final	flop	gray_out[1]	80	1
after global routing	state[0]	gray_out[0]	40	1
after CTS	flop	gray_out[1]	80	1
routing by layer:
metal  vias up  wire length (µm)  global-route usage [%]
li1         68                 -                       -
met1        58               209                    2.07
met2         9               109                    1.36
met3         0               163                    3.18
met4         0                 0                   0.352
met5         -                 0                       0
worst register-to-register path, delay by kind of cell, from the launching register on:
kind / cells / cell delay [ps]
buf+inv: 1 / 140
xor+xnor: 1 / 210
compound gates: 1 / 100
flops: 1 / 360
what timing repair did:
| action | in CTS | in global routing |
|---|---|---|
| endpoints found under the setup margin | 4 | 0 |
| buffers inserted | 3 | 0 |
| hold buffers | 0 | 0 |
| gates resized | 4 | 0 |
Power is estimated from default activity; no workload was simulated.
